$ cat design.v
module add_rca_32 (output [31:0] sum, input [31:0] a,b);
	wire c_in, c_in4, c_in8, c_in12, c_in16, c_in20, c_in24, c_in28, c_out;
	assign c_in = 0;
	add_rca_4 M1 (c_in4, sum[3:0], a[3:0], b[3:0], c_in);
	add_rca_4 M2 (c_in8, sum[7:4], a[7:4], b[7:4], c_in4);
	add_rca_4 M3 (c_in12, sum[11:8], a[11:8], b[11:8], c_in8);
	add_rca_4 M4 (c_in16, sum[15:12], a[15:12], b[15:12], c_in12);
	add_rca_4 M5 (c_in20, sum[19:16], a[19:16], b[19:16], c_in16);
	add_rca_4 M6 (c_in24, sum[23:20], a[23:20], b[23:20], c_in20);
	add_rca_4 M7 (c_in28, sum[27:24], a[27:24], b[27:24], c_in24);
	add_rca_4 M8 (c_out, sum[31:28], a[31:28], b[31:28], c_in28);
endmodule
module add_rca_4 (output c_out, output [3:0] sum, input [3:0] a,b, input c_in);
	wire c_in2, c_in3, c_in4;
	add_full M1 (c_in2, sum[0], a[0],b[0],c_in);
	add_full M2 (c_in3, sum[1], a[1],b[1],c_in2);
	add_full M3 (c_in4, sum[2], a[2],b[2],c_in3);
	add_full M4 (c_out, sum[3], a[3],b[3],c_in4);
endmodule
module add_full(output c_out, sum, input a,b,c_in);
	wire w1,w2,w3;
	add_half M1 (w2,w1,a,b);
	add_half M2 (w3,sum,c_in,w1);
	or M3 (c_out,w2,w3);
endmodule
module add_half(output c_out,sum,input a, b);
	xor M1 (sum,a,b);
	and M2 (c_out,a,b);
endmodule
$ cat config.mk
export PLATFORM = sky130hd
export DESIGN_NAME = add_rca_32
export DESIGN_NICKNAME = add_rca_32
export VERILOG_FILES = /design/flow/design.v
export SDC_FILE = /design/flow/constraint.sdc
export NUM_CORES = 4
export LEC_CHECK = 1
export CORE_AREA = 10 10 91 91
export DIE_AREA = 0 0 101 101
$ cat run.sh
#!/bin/bash
# OpenROAD 26Q1-2900-gdf79404cd8, Yosys 0.63+post, stock flow scripts
make -C /OpenROAD-flow-scripts/flow DESIGN_CONFIG=/design/flow/config.mk WORK_HOME=/design/flow/orfs finish
$ cat constraint.sdc
current_design add_rca_32

set clk_period 29.3
set clk_io_pct 0.2

create_clock -name clk0 -period $clk_period

set non_clock_inputs [all_inputs -no_clocks]
set_input_delay [expr $clk_period * $clk_io_pct] -clock clk0 $non_clock_inputs
set_output_delay [expr $clk_period * $clk_io_pct] -clock clk0 [all_outputs]
==> git commit body <==
Log flow metrics for this revision

- The layout summary lists the proportion of cells stronger than drive strength 1 as 0.
* Remaining antenna violation count: 0
* Max stage delay on crit path: 0.47 ns
* Final routed DRC violation total: 0
* Area of the core: roughly 6300 um^2
* Number of setup violations in the final report: 0
- Post-synthesis, Yosys gives the total cell area as 891 um^2.
- Startpoint Class: input pin
- The final layout contains routed wiring with a total length of 2900 um.
- The run reported a max-capacitance violation count of 0.
- The launch point of the critical path was reported as a[0].
* Cell area after technology mapping: 891 um^2
- Die footprint: around 10000 um^2
- Fmax: between 0.04 and 0.05 GHz
* Post-synthesis cell count from yosys: 68
- Remaining global-route overflow: 0
- Global routing usage summed across all routing layers: 0.0550
- Gates resized during post-CTS repair numbered 0.
* Hold buffers post-CTS: 0
- Leakage dissipation: between 0.6 and 0.7 nW
* Share of the core filled by cells before placement: 0.140
- In the final layout, the clock buffer count is 0.
* CP bufs+invs: 4
- Buffers inserted during post-CTS setup optimization: 0
- Note, the detailed placer reported a final HPWL of 2930 um.
- Global-route wire length before repair: roughly 4500 um
* Number of instances in the synthesized netlist: 68
* Worst-case hold slack: 12.76 ns
- The final timing report lists a max-slew violation count of 0.
- The Yosys step of the flow raised 0 warnings.
- Detailed routing inserted a total of 691 vias.
- Post-synthesis area per instance: approximately 13 um^2
* Number of flip-flops and latches: 0
- Arrival time at the worst endpoint: 18.82 ns
- In the final routed layout, each cell accounts on average for approximately 14 um.
- Stage-log warning count: 32
* Origin of the worst min-delay path: b[0]
* Maximum number of pins on one net before global-route repair: 2
* Worst IR Drop VDD: slightly above 0.000007 V
* Endpoint of the worst hold path: sum[0]
- Hold violation count in the final report: 0
* Final TNS setup: 0 ns
- Compared with the post-synthesis result, the final layout area differs by 91.7%.
- Final critical path time including I/O delays and setup: 24.68 ns
- The repair_antennas step left the layout with diodes totalling 0.
- At the pin with the least slew margin, the transition time is 0.109 ns.
- Die height: 101 um
* Final Wtd Congestion: roughly 0.74
- P per Cell Area: roughly 20 nW/um^2
- The kind of cell with the highest combined delay along the critical path is adder cells.
* Antenna violations before repair: 0
* Tally of buffers added on design ports: approximately 96
- Worst Path Class, Setup: input pin to output port
* Status: finished clean
* Peak fanout along the critical path: 1
- First-pass iteration count of the detailed router: 1
- Number of global-route vias before repair: 866
- Endpoint required time on the critical path: 23.44 ns
- The worst setup path is captured at an output port.
- The slowest stage of the critical path belongs to the cell sky130_fd_sc_hd__clkdlybuf4s50_1.
- Hold Path Depth: 3
* Share of the clock period used by the worst path: 0.842
- Per the layout area report, the register area comes to 0 um^2.
* X dimension of the die: a little over 100 um
- Most common cell type on the critical path: sky130_fd_sc_hd__fa_1
* Violation count after the first detailed-route iteration: 0
- STA reports the tightest min-delay check as being of type input pin to output port.
- After detailed routing, the number of vias per cell comes to 3.31.
- According to the I/O placement log, the pin count is 96.
* Worst rel slew slack: 0.927
* Library cells used by synthesis: 5
- The initialized floorplan defines 29 standard-cell rows.
- Setup repair after global routing left no endpoint under its margin.
- Per Yosys stat, the portion of area used by sequential elements is 0.
[area by class of cell]
class                           count  area, um^2
Tap cell                           77        96.3
Timing Repair Buffer               96         961
Fill cell                         648        4640
Inverter                            4        15.0
Multi-Input combinational cell     32         636
[power by group]
part | total, mW | switching (mW) | internal [mW]
logic | 0.0349 | 0.00858 | 0.0263
registers | 0 | 0 | 0
clock network | 0 | 0 | 0
total | 0.0349 | 0.00858 | 0.0263
[cells in the final DEF, fill, tap and decap left out]
cell                              netlist  final
sky130_fd_sc_hd__clkdlybuf4s50_1        0     96
sky130_fd_sc_hd__fa_1                  30     30
sky130_fd_sc_hd__inv_1                  4      4
sky130_fd_sc_hd__xnor3_1                1      1
sky130_fd_sc_hd__ha_1                   1      1
[stage by stage]
stage / utilization / setup WS [ns] / std cells / power (mW) / cell area [um^2]
floorplan: - / 5.82 / 68 / 0.0175 / 891
global placement: 0.269 / 4.55 / 209 / 0.0360 / 1710
detailed placement: 0.269 / 4.52 / 209 / 0.0364 / 1710
CTS: 0.269 / 4.51 / 209 / 0.0364 / 1710
global route: 0.269 / 4.16 / 209 / 0.0399 / 1710
finish: 0.269 / 4.62 / 209 / 0.0349 / 1710
[synth_stat cells]
master / count / area share
sky130_fd_sc_hd__buf_4: 32 / 0.27
sky130_fd_sc_hd__fa_1: 30 / 0.67
sky130_fd_sc_hd__ha_1: 1 / 0.014
sky130_fd_sc_hd__inv_1: 4 / 0.017
sky130_fd_sc_hd__xnor3_1: 1 / 0.025
[logic make-up (layout without fill, tap and decap cells)]
family	count (synthesis)	count (layout)	share of synthesized area
xor gates and xnor gates	1	1	0.0253
buffers and inverters	36	100	0.287
adders and majority gates	31	31	0.688
[layer usage]
layer / vias to the layer above / routed length [um] / global-route usage
met1: 308 / 894 / 0.0569
met3: 0 / 1000 / 0.0686
met4: 0 / 0 / 0
met2: 85 / 999 / 0.0737
li1: 298 / - / -
met5: - / 0 / 0
[worst max path at each step]
| stage | endpoint | slack, ns | depth (start not counted) |
|---|---|---|---|
| global route | sum[30] | 4.16 | 35 |
| CTS | sum[30] | 4.51 | 35 |
| finish | sum[30] | 4.62 | 35 |
Power is estimated from default activity; no workload was simulated.
