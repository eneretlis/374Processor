--- run.sh ---
#!/bin/bash
# OpenROAD 26Q1-2900-gdf79404cd8, Yosys 0.63+post, stock flow scripts
make -C /OpenROAD-flow-scripts/flow DESIGN_CONFIG=/design/flow/config.mk WORK_HOME=/design/flow/orfs finish
--- config.mk ---
export PLATFORM = sky130hd
export DESIGN_NAME = bus_Mux
export DESIGN_NICKNAME = bus_Mux
export VERILOG_FILES = /design/flow/design.v
export SDC_FILE = /design/flow/constraint.sdc
export NUM_CORES = 4
export LEC_CHECK = 1
export CORE_AREA = 10 10 300 300
export DIE_AREA = 0 0 310 310
--- constraint.sdc ---
current_design bus_Mux

set clk_period 6.7
set clk_io_pct 0.2

create_clock -name clk0 -period $clk_period

set non_clock_inputs [all_inputs -no_clocks]
set_input_delay [expr $clk_period * $clk_io_pct] -clock clk0 $non_clock_inputs
set_output_delay [expr $clk_period * $clk_io_pct] -clock clk0 [all_outputs]
--- design.v ---
module bus_Mux(
	input [4:0] bus_signal,
	input [31:0] 	BusMuxInR0, BusMuxInR1, BusMuxInR2, BusMuxInR3, BusMuxInR4, BusMuxInR5, BusMuxInR6, BusMuxInR7, BusMuxInR8, BusMuxInR9, 
			BusMuxInR10, BusMuxInR11, BusMuxInR12, BusMuxInR13, BusMuxInR14, BusMuxInR15,
	input [31:0] Hi_Data_Out, Lo_Data_Out, ZHi_Data_Out, ZLo_Data_Out,
	input [31:0] PC_Data_Out, MDR_Data_Out, CValue,
	output reg [31:0] BusMuxOut
	);
	always @(*) begin
	case(bus_signal)
	0: BusMuxOut = BusMuxInR0;
	1: BusMuxOut = BusMuxInR1;
	2: BusMuxOut = BusMuxInR2;
	3: BusMuxOut = BusMuxInR3;
	4: BusMuxOut = BusMuxInR4;
	5: BusMuxOut = BusMuxInR5;
	6: BusMuxOut = BusMuxInR6;
	7: BusMuxOut = BusMuxInR7;
	8: BusMuxOut = BusMuxInR8;
	9: BusMuxOut = BusMuxInR9;
	10: BusMuxOut = BusMuxInR10;
	11: BusMuxOut = BusMuxInR11;
	12: BusMuxOut = BusMuxInR12;
	13: BusMuxOut= BusMuxInR13;
	14: BusMuxOut = BusMuxInR14;
	15: BusMuxOut = BusMuxInR15;
	16: BusMuxOut = Hi_Data_Out;
	17: BusMuxOut = Lo_Data_Out;
	18: BusMuxOut = ZHi_Data_Out;
	19: BusMuxOut = ZLo_Data_Out;
	20 : BusMuxOut = PC_Data_Out;
	21: BusMuxOut = MDR_Data_Out;
	23: BusMuxOut = CValue;
	default: BusMuxOut = 32'b0;
	endcase
	end
endmodule
==> impl_metrics.py <==
# Physical implementation metrics
metrics = {
    "outcome": {
        "outcome": "complete, no violations",
    },
    "setup_path": {
        "path_common_cell": "buf_4",
        "critPathMaxStageDelay_ps": 650,
        "path_class": "input pin to output pin",
        "cp_slowest_cell": "buf_4",
        "worstPathCellList": "buf_4, buf_4, mux2i_1, nor3_1, a2111oi_2, buf_4, nand4_1, clkdlybuf4s50_1",
        "cp_max_fo": 47,
        "end_kind": "output pin",
        "crit_required_ps": 5360,
        "arrival_ps": 4800,
        "crit_path_start_kind": "input pin",
    },
    "sta": {
        "rsz0062_at_grt": "false",
        "finalCritPeriodShare_pct": 91.6,
        "report.final.slew_viol_count": 0,
        "finalCriticalPeriod_ps": 6140,
        "worst_hold_slack_ps": 3610,
        "tightest_slew_ps": 1130,
        "relSlewSlack_pct": 24.8,
        "max_freq_mhz": 163,
        "tns_ps": 0,
        "finalSetupViolations": 0,
        "hold_violations": 0,
    },
    "placement": {
        "dp_hpwl_um": 104000,
        "io_buffers": 773,
        "gp_congestion": 0.947,
    },
    "grt": {
        "overflow": 0,
        "grt_usage_pct": 23.8,
        "antenna_found_initial": 108,
        "grt_max_degree": 48,
        "grt_pass1_vias": 12100,
        "grt_pass1_wl_um": 144000,
    },
    "drt": {
        "dr.pass1.iters": 7,
        "vias_per_cell": 4.30,
        "wirelength_um": 119000,
        "routed-via-count": 11300,
        "drc": 0,
        "drtIter0Drc": 880,
        "wl_per_cell_um": 45.2,
        "antenna_left": 0,
    },
    "layout": {
        "drive_gt1_share_pct": 9.08,
        "areaGrowthSynthToFinish_pct": 161,
        "seq_cell_count": 0,
        "clkbuf_count": 0,
        "ff_latch_area_sq_um": 0,
    },
    "floorplan": {
        "core_area_sq_mm": 0.0836,
        "ioPinCount": 773,
        "fp_util_pct": 6.85,
        "die_width_um": 310,
        "die_y_um": 310,
        "num_rows": 106,
        "die-area_sq_mm": 0.0961,
    },
    "cts": {
        "cts_hold_buf": 0,
        "cts_setup_buffers": 0,
        "post_cts_resized": 0,
    },
    "job": {
        "maxCapViolations": 0,
        "warning_count": 32,
    },
    "power_and_ir_drop": {
        "ir_worst_vdd_uv": 29.2,
        "p_leak_nw": 5.09,
        "power_density_mw_per_mm2": 63.5,
    },
    "yosys": {
        "top_cells_by_count": "149 x a22oi_1, 74 x mux2i_1, 45 x a22o_1",
        "yosysUniqueCellTypes": 59,
        "ys_seq_share_pct": 0,
        "synthesis.area_sq_mm": 0.00573,
        "synth_top_area_share_pct": 19.5,
        "ys_area_sq_mm": 0.00573,
        "synth_area_per_cell_sq_um": 7.50,
        "top_cell": "a22oi_1",
        "yosysWarningCount": 1,
        "synth-cells-yosys": 764,
        "topCellsByArea": "a22oi_1 20%, mux2i_1 13%, a22o_1 6.9%",
        "yosys.area.top_type": "a22oi_1",
        "syn_inst": 764,
    },
    "hold_path": {
        "min_path_type": "input pin to output pin",
    },
}
-- cell type report --
type	instances	area, sq um
well taps	1080	1350
multi-input cells	677	5240
fillers	9445	68600
inverters	2	7.51
diodes	26	65.1
repair buffers	840	8280
-- where the power goes --
part | internal (W) | switching, W | leakage [nW]
Clock | 0.000000000408 | 0 | 0.000163
Sequential | 0 | 0 | 0
Combinational | 0.000547 | 0.000402 | 5.09
-- path summary, 6_finish.rpt --
kind | from | to | slack [ps] | cells past startpoint
worst max-delay path | bus_signal[0] | BusMuxOut[8] | 560 | 8
worst min-delay path | BusMuxInR5[17] | BusMuxOut[17] | 3610 | 4
-- critical path, delay by kind of cell --
family,cells,cell delay [ps]
AND/OR/NAND/NOR,2,230
AND-OR/OR-AND,1,610
multiplexers,1,540
buffers and inverters,4,1970
-- per-layer routing --
layer  vias up  routed length [um]  track usage [%]  part of all wire, %
met2       748               55100             38.8                   46
li1       4782                   -                -                    -
met3       182               13000             10.0                   11
met1      5465               48000             29.8                   40
met5         -                 742                0                 0.63
met4       120                1860             3.27                  1.6
-- stage by stage --
stage,utilization (%),cell area (sq um),std cells,setup WS (ps),total power [W]
floorplan,-,5730,764,2670,0.000205
global placement,17.8,14900,2599,471,0.000962
detailed placement,17.8,14900,2599,485,0.000957
CTS,17.8,14900,2599,494,0.000964
global route,17.8,14900,2609,452,0.000995
finish,17.9,15000,2625,564,0.000949
-- layout by cell type (no fill, tap or decap), drive strengths merged, types with 12 or more instances in the layout --
cell type / n
clkdlybuf4s50: 767
a221oi: 29
nand4: 34
nor3: 21
a21oi: 39
diode: 26
mux2i: 74
a22o: 45
and4: 12
a22oi: 149
buf: 73
o22ai: 13
and3: 20
nor2: 38
nand2: 31
mux2: 22
o21ai: 15
-- kinds of logic (layout without fill, tap and decap cells) --
kind of cell | Yosys count | count (layout) | synth area share [%]
AOI/OAI and AO/OA | 343 | 343 | 45.4
and+or+nand+nor | 234 | 234 | 25.8
muxes | 100 | 100 | 18.8
buffers and inverters | 87 | 842 | 9.96
other | 0 | 26 | 0
Power is estimated from default activity; no workload was simulated.
