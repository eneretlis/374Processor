==> ./design.v <==
`timescale 1ns/10ps
module RAM (input clk, w, r,
				input [31:0] data_in,
				input [8:0] addr,
				output [31:0] data_out);
	reg [31:0] ram [511:0];
	always @(posedge clk)
	begin
		if(w)
		ram[addr] <= data_in;
	end
	initial
	begin
		ram[0] = 32'h00800055;
	end
	assign data_out = r?ram[addr]:32'bzzzzzzzzzzzzzzzzzzzzzzzzzzzzzzzz;
endmodule
==> ./run.sh <==
#!/bin/bash
# OpenROAD 26Q1-2900-gdf79404cd8, Yosys 0.63+post, stock flow scripts
make -C /OpenROAD-flow-scripts/flow DESIGN_CONFIG=/design/flow/config.mk WORK_HOME=/design/flow/orfs finish
==> ./config.mk <==
export PLATFORM = sky130hd
export DESIGN_NAME = RAM
export DESIGN_NICKNAME = RAM
export VERILOG_FILES = /design/flow/design.v
export SDC_FILE = /design/flow/constraint.sdc
export NUM_CORES = 4
export LEC_CHECK = 1
export CORE_UTILIZATION = 30
export SYNTH_MEMORY_MAX_BITS = 65536
==> ./constraint.sdc <==
current_design RAM

set clk_period 147.0
set clk_io_pct 0.2

create_clock -name clk0 -period $clk_period [get_ports {clk}]

set non_clock_inputs [all_inputs -no_clocks]
set_input_delay [expr $clk_period * $clk_io_pct] -clock clk0 $non_clock_inputs
set_output_delay [expr $clk_period * $clk_io_pct] -clock clk0 [all_outputs]
==> results.txt <==
run results: cell taking the most area after synthesis=edfxtp_1, Yosys chip area=0.626 mm², Max-slew headroom=0.907%, maximum clock rate=14.5 MHz, routability cong.=0.925, IO Count=76, Log Warnings=51, CP endpoint kind=output port, count of final setup violators=0, largest fanout on the critical path=102, Die Ht=1450 µm, clock-pin slew on the worst setup and hold paths=0.06 ns, Top-area cell share=78.5%, most frequent cells after synthesis=16.4k x edfxtp_1, 3354 x mux4_2, 1597 x mux2i_1, Top Registers=ram x16384, Syn-to-layout area delta=16.0%, Post-synth seq share=78.5%, async set-reset flop share out of synthesis=0%, PortBufs=74, total gr overflow=0, drt pass-1 iters=8, DRT antenna net count=0, cell row count=530, register area=0.492 mm², Gates resized, CTS repair=0, Pwr Density=13.3 mW/mm², Final min period=68.77 ns, fin. max-slew vios=0, CTS tree=done, Tot Pwr=9.63 mW, logic area=0.131 mm², hold path depth=1, period utilization=46.8%, Hold Crit Start=data_in[11], Reg with most FFs=ram, pin count of the biggest net entering global routing=124, cell count after synthesis=28.5k, CTS Root Cell=clkbuf_16, CTS Buf Count=1665, die x size=1450 µm, vias in the first global route=343k, Core ar.=2.08 mm², Largest register FFs=16.4k, via count=313k, total global-route track usage=20.4%, global-route wire length before repair=2730000 µm, H-tree lvl count=7, hold path endpoint=ram[31][11], startpoint types=input port, EDFF count, synth=16.4k, Leak=223 nW, yosys warns=2, Commonest flop=edfxtp_1, fill count=188k, Worst EP required=117.60 ns, Post-CTS Hold Fix Bufs=0, Arrival @ worst endpoint=39.37 ns, synthesis-stage register bit count=16.4k, CTS Sinks=16.4k, cell with the most instances after synthesis=edfxtp_1, RSZ-0062 raised after global routing=false, Max clock buf depth=6, top post-synthesis cells by area=edfxtp_1 79%, mux4_2 12%, mux2i_1 2.6%, a22oi_1 0.74%, buf_2 0.60%, Max-Cap Viols=0, Die Size=2.09 mm², worst slew pin tran=1.48 ns, Via density=5.20, Setup Crit Path Kind=in -> out, maximum VDD drop=0.0118 mV, Mean Syn Cell Area=22.0 µm², final wirelength=2010000 µm, residual DRC count=0, fp_density=30.1%, worst min-delay path class=in -> reg, post-synthesis cell area=0.626 mm², Unique masters post-synth=79, Post-CTS Repair Setup Buffers=0, drt wl/cell=33.4 µm, Iteration-0 DRC Markers=22.8k, ratio of cells with drive above 1 in the final layout=27.0%, initial antenna violation count=224, Final Hold Vio Count=0, status=complete, no violations, DPL Wire Length=1250000 µm, Fin Setup TNS=0 ns, yosys cell count=28.5k
==> kinds of logic after synthesis <==
kind of cell / after synthesis / share of synthesized area [%]
flops: 16400 / 78.5
mux: 5235 / 15.1
compound gates: 2880 / 3.18
simple gates: 2278 / 1.78
buf+inv: 1763 / 1.39
==> layer usage <==
layer	part of all wire, %	wire, µm	GRT usage, %	vias up
met5	0.87	17600	7.69	-
met3	23	465000	21.6	4368
met2	44	883000	28.5	25900
met4	6.9	138000	11.0	280
li1	-	-	-	126000
met1	25	506000	16.5	156000
==> worst max-delay path, stage by stage <==
cell and delay (ns):
buf_16 0.27, buf_4 0.65, buf_4 0.67, buf_4 0.49, buf_4 0.60, buf_4 0.59, buf_4 0.47, buf_4 0.63
buf_12 0.56, mux4_2 0.41, mux4_2 0.46, and2_1 0.40, a211oi_1 0.30, buf_4 0.19, nand4_1 0.96, or4_1 1.23
clkdlybuf4s50_1 0.62
==> power breakdown <==
group / switching, mW / internal [mW] / total (mW)
logic: 0.340 / 0.147 / 0.487
registers: 0.00116 / 5.14 / 5.15
clock network: 1.72 / 2.28 / 4.00
total: 2.06 / 7.57 / 9.63
==> stage by stage <==
stage,cells,area (µm²),setup slack [ns],hold slack (ns),utilization [%]
floorplan,28500,626000,85.74,29.50,-
global placement,56500,674000,78.45,29.79,32.4
detailed placement,56500,674000,78.47,29.80,32.4
CTS,59400,725000,78.48,28.34,34.8
global route,60000,726000,77.80,28.38,34.9
finish,60200,726000,78.23,28.44,34.9
==> placed cells by master, fill, tap and decap left out, types with 37 or more instances in the layout <==
master      count
a22o_1        243
nor3_1         86
nand4_1       452
o21ai_0       354
a22oi_1       614
clkinv_1      405
a21oi_1       447
nor2_4        518
edfxtp_1    16400
o211ai_1       67
a32oi_1        41
mux2_2        284
a31oi_1       103
a211oi_1      142
and3_1         50
mux2i_1      1590
a221oi_1      150
o22ai_1       425
clkinv_2      282
clkbuf_16    1687
diode_2       728
buf_4        1958
clkbuf_1      335
nand2_1       534
clkinvlp_4     37
nor2b_1        43
mux4_2       3354
nor2_1         84
nand3_1       209
bufinv_16     110
==> layout make-up <==
cell class                      instances  share of cell area, %
Sequential cell                     16400                   67.7
Tap cell                            27700                   4.76
Clock buffer                         2022                   5.98
Timing Repair Buffer                 2067                   2.25
Inverter                               33                 0.0198
Multi-Input combinational cell      10400                   18.0
Antenna cell                          728                  0.251
Clock inverter                        880                  0.974
==> worst max-delay path by stage <==
stage / start / endpoint / slack, ns / depth (start not counted)
5_1_grt: addr[1] / data_out[22] / 77.80 / 19
4_1_cts: addr[1] / data_out[2] / 78.48 / 18
6_report: addr[1] / data_out[22] / 78.23 / 17
No activity file was given, so power comes from the tool's default toggle rates.
